--- design.v ---
module alu(
input [31:0] a, b, 
input [5:0] func, 
output reg [31:0] result 
);
always @(*) begin
case (func)
6'b100000: result = a + b;  
6'b100010: result = a - b;  
6'b100100: result = a & b;  
6'b100101: result = a | b;  
6'b101010: result = (a < b) ? 1 : 0;  
6'b000010: result = a * b;  
6'b001000: result = a + b;  
6'b001100: result = a & b;  
6'b001101: result = a | b;  
default: result = 32'h00000000;  
endcase
end
endmodule
--- run.sh ---
#!/bin/bash
# OpenROAD 26Q1-2900-gdf79404cd8, Yosys 0.63+post, stock flow scripts
make -C /OpenROAD-flow-scripts/flow DESIGN_CONFIG=/design/flow/config.mk WORK_HOME=/design/flow/orfs finish
--- config.mk ---
export PLATFORM = sky130hd
export DESIGN_NAME = alu
export DESIGN_NICKNAME = alu
export VERILOG_FILES = /design/flow/design.v
export SDC_FILE = /design/flow/constraint.sdc
export NUM_CORES = 4
export LEC_CHECK = 1
export CORE_UTILIZATION = 30
--- constraint.sdc ---
current_design alu

set clk_period 15.5
set clk_io_pct 0.2

create_clock -name clk0 -period $clk_period

set non_clock_inputs [all_inputs -no_clocks]
set_input_delay [expr $clk_period * $clk_io_pct] -clock clk0 $non_clock_inputs
set_output_delay [expr $clk_period * $clk_io_pct] -clock clk0 [all_outputs]
==> impl_metrics.py <==
# Synthesis and PnR figures
metrics = {
    "die": {
        "die_w_um": 259,
        "die_y_um": 259,
        "rows": 93,
        "initial_core_util_pct": 30.5,
        "io_pins": 102,
        "core_um2": 64700,
        "chip_area_um2": 66900,
    },
    "final_layout": {
        "post-route-util_pct": 34.1,
        "mostFrequentLayoutCell": "inv_1",
        "final_cell_mix": "inv_1, fa_1, nor2_1",
        "seq_area_um2": 0,
        "drive_above_1_share_pct": 4.57,
        "layout.cells.non_filler": 3372,
        "area_growth_pct": 11.6,
        "mi_logic_area_um2": 17500,
        "clock_buffers": 0,
        "ff_count": 0,
        "fill_cells": 6908,
    },
    "timing": {
        "period_needed_ps": 14680,
        "min_period_over_period_pct": 94.7,
        "layout_setup_ws_ps": 815,
        "tns_ps": 0,
        "fmax_mhz": 68.1,
        "worst_pin_slew_ps": 863,
        "max_slew_margin_pct": 41.7,
        "grt_setup_unrepaired": "no",
        "setup_violations": 0,
        "hold_viol": 0,
        "final_max_slew_viol_count": 0,
    },
    "place": {
        "dp_cells": 3371,
        "numPortBuffers": 102,
        "dp_hpwl_um": 64600,
        "routabilityCongestion": 1.02,
        "post-place-ws_ps": 871,
    },
    "routing": {
        "routedWlPerCell_um": 23.2,
        "vias": 17400,
        "wl_um": 78200,
        "drt_pre_antenna_iters": 6,
        "top_layer": "met5",
        "vias_per_cell": 5.16,
        "drc": 0,
        "ant_nets": 0,
        "wirelength_met1_um": 30700,
        "wl_met3_um": 10100,
        "wl_met2_um": 34500,
        "drt_iter0_markers": 1290,
    },
    "global_routing": {
        "grt_usage_pct": 25.0,
        "antenna_found_initial": 1,
        "grt_pass1_vias": 18100,
        "grt_pass1_wl_um": 117000,
        "globalRouteOverflowTotal": 0,
        "grt_max_degree": 68,
    },
    "worst_hold_path": {
        "hold_path.class": "in2out",
    },
    "worst_setup_path": {
        "critPathRequiredTime_ps": 12400,
        "crit_arrival_ps": 11580,
        "path_max_fanout": 15,
        "path_class": "in2out",
        "start_kind": "primary input",
        "end_kind": "output pin",
    },
    "synthesis": {
        "yosys_warnings": 1,
        "syn_area_um2": 19800,
        "ys_cells": 2447,
        "avgSynthCellArea_um2": 8.07,
        "syn-instance-count": 2447,
        "ys_chip_area_um2": 19800,
        "ys_seq_share_pct": 0,
        "synth.distinct_cells": 80,
    },
    "run": {
        "warning_count": 96,
        "cap_violations": 0,
    },
    "clock_tree": {
        "hold_buffers": 0,
        "cts_resized": 0,
        "post-cts-setup-buffers": 0,
    },
    "status": {
        "status": "complete, no violations",
    },
}
==> cell families (layout without fill, tap and decap cells) <==
| group | after synthesis | in the layout | synth area share, % |
|---|---|---|---|
| AND-OR/OR-AND | 381 | 381 | 13.4 |
| XOR/XNOR | 93 | 93 | 4.12 |
| adder cells (fa/ha/maj) | 629 | 629 | 55.4 |
| buffers and inverters | 594 | 663 | 11.3 |
| multiplexers | 4 | 4 | 0.209 |
| other | 0 | 1 | 0 |
| AND/OR/NAND/NOR | 746 | 746 | 15.5 |
==> through the flow <==
stage | hold WS, ps | instance area, µm²
finish | 7280 | 22000
global route | 7330 | 22000
CTS | 7290 | 22000
detailed placement | 7270 | 22000
global placement | 7290 | 22000
floorplan | 6310 | 19800
==> area by class of cell <==
cell class	instances	share of cell area (%)
diodes	1	0.0114
inverters	476	8.11
multi-input cells	1853	79.5
well taps	855	4.86
repair buffers	187	7.51
==> cell usage after synthesis, types with 10 or more instances <==
master,number,area [µm²]
nor2_1,367,1380
buf_1,15,56.3
a21oi_1,84,420
o221ai_1,24,210
ha_1,219,2740
clkinv_1,13,48.8
inv_1,458,1720
a221o_1,19,190
fa_1,410,8210
o22ai_1,15,93.8
a211oi_1,23,173
xnor2_1,70,613
nand2_1,276,1040
clkbuf_1,98,368
xor2_1,23,201
nand3_1,10,50.1
o21bai_1,19,143
nor3_1,18,90.1
nand2b_1,17,106
a21o_1,21,158
o21ai_0,74,370
==> final timing paths <==
kind,cells past startpoint,to,start
worst min-delay path,4,result[0],func[3]
worst max-delay path,24,result[31],b[5]
==> per-layer routing <==
metal / global-route usage [%] / vias to the layer above
met2: 36.9 / 924
li1: - / 7782
met4: 6.95 / 2
met3: 11.3 / 143
met5: 1.07 / -
met1: 33.7 / 8560
==> critical path: stages <==
cell and delay (ps):
clkdlybuf4s50_1 440, inv_1 500, buf_4 380, nor2_1 110, fa_1 570, fa_1 440
fa_1 510, inv_1 40, fa_1 470, inv_1 50, fa_1 480, fa_1 570
fa_1 430, fa_1 440, ha_1 430, and3_1 300, nand2_1 110, o41ai_1 770
o31ai_1 120, buf_4 180, o21ai_0 280, xnor2_1 130, o2111ai_1 200, clkdlybuf4s50_1 500
